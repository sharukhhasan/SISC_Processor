<file path="/design/flow/config.mk">
export PLATFORM = sky130hd
export DESIGN_NAME = rf
export DESIGN_NICKNAME = rf
export VERILOG_FILES = /design/flow/design.v
export SDC_FILE = /design/flow/constraint.sdc
export NUM_CORES = 4
export LEC_CHECK = 1
export CORE_UTILIZATION = 40
</file>
<file path="/design/flow/constraint.sdc">
current_design rf

set clk_period 7.8
set clk_io_pct 0.2

create_clock -name clk0 -period $clk_period [get_ports {clk}]

set non_clock_inputs [all_inputs -no_clocks]
set_input_delay [expr $clk_period * $clk_io_pct] -clock clk0 $non_clock_inputs
set_output_delay [expr $clk_period * $clk_io_pct] -clock clk0 [all_outputs]
</file>
<file path="/design/flow/design.v">
`timescale 1ns/100ps
module rf (clk, read_rega, read_regb, write_reg, write_data, rf_we, rsa, rsb);
  input  clk;
  input  [3:0]  read_rega;
  input  [3:0]  read_regb;
  input  [3:0]  write_reg;
  input  [31:0] write_data;
  input  rf_we;
  output [31:0] rsa;
  output [31:0] rsb;
  reg    [31:0] ram_array [15:0];
  reg    [31:0] rsa;
  reg    [31:0] rsb = 32'H00000000;
  integer i; 
  initial
  begin
     for (i = 0; i < 16; i = i + 1) begin
       ram_array[i] <= 32'H00000000;
     end
  end
  always @(posedge clk)
  begin
    if (read_rega == 4'H0)
      rsa <= 32'H00000000;
    else
      rsa <= ram_array[read_rega];
  end
  always @(posedge clk)
  begin
    if (read_regb == 4'H0)
      rsb <= 32'H00000000;
    else    
      rsb <= ram_array[read_regb];
  end
  always @(posedge clk)
  begin
    if (rf_we == 1'b1)
      ram_array[write_reg] <= write_data;
  end
endmodule
</file>
<file path="/design/flow/run.sh">
#!/bin/bash
# OpenROAD 26Q1-2900-gdf79404cd8, Yosys 0.63+post, stock flow scripts
make -C /OpenROAD-flow-scripts/flow DESIGN_CONFIG=/design/flow/config.mk WORK_HOME=/design/flow/orfs finish
</file>
==> summary.txt <==
crit path DAT - 4.08 ns
vias in the first global route - 14400
Clock Path Buffers - 3
and+or+nand+nor area frac - 0.0258
CTS resizes - 0
Gate Count Post-Synth - 1251
Setup Fix Bufs, Post-CTS - 0
CTS tree - done
AO/OA Area Share - 0.0535
tool warnings - 25
via count - 12800
post-detail-place hpwl - 32200 um
Mapped Area - 0.0234 mm^2
CP startpoint kind - primary input
Die Wd - 244 um
status - complete, no violations
CP Capture Type - flop
first-pass GRT wire length - 88000 um
synth warn - 1
Antenna Nets Post-Route - 0
Area leader share - 0.617
WL/cell - 27.3 um
GR Util met3 - 0.159
Netlist cell types - 31
total power - 6.57 mW
layout cells sized above 1 - 0.274
Power per Cell Area - 242 mW/mm^2
TritonCTS Buffers - 57
Tmin final - 3.60 ns
Max Cap Violations - 0
# setup viols final - 0
synthesized area per cell - 18.7 um^2
number of port buffers - 109
RSZ-0062 raised after global routing - false
Critical Path Most Common Cell - buf_4
Synth flops - 544
Clk pin slew, worst setup/hold paths - 0.06 ns
initial antenna violation count - 2
Setup TNS Final - 0 ns
Final Wtd Congestion - 0.834
Static Leak - 8.78 nW
dominant kind of combinational cell - multiplexers
Final Skew - 0.00998 ns
clock sinks - 544
Total GRT Usage - 0.222
largest net degree at the start of global routing - 55
Worst IR Drop VDD - 0.184 mV
die area - 0.0594 mm^2
fmax - 277 MHz
Worst-Margin Slew - 0.897 ns
top cells, area - edfxtp_1, mux4_2, dfxtp_1
busiest grt layer - met2
drt first pass iters - 5
diode count - 0
YS chip area - 0.0234 mm^2
Synth Seq Share - 0.672
Root Driver - clkbuf_16
CP max-delay cell - buf_4
Final Cycle Share - 0.462
io pins - 110
Worst path max stage delay - 0.57 ns
largest area contributor in the netlist - edfxtp_1
Worst Hold Class - flop to flop
average via count per standard cell - 5.87
Adder Share, Synth - 0
crit path DRT - 8.27 ns
Yosys Instances - 1251
clk latency late pin - 0.61 ns
critical path, cell by cell - buf_6 > buf_4 > buf_4 > mux4_2 > o22ai_1 > nor3_1
GRT overflow - 0
CTS H-Tree Depth - 2
final wirelength - 59400 um
Std-Cell Core Area - 0.0577 mm^2
WS Path Type - primary input to flop
xor and xnor area share after synthesis - 0
Post-CTS Hold Buffers - 0
met1 Usage GRT - 0.257
layout overhead on the synthesized area - 16.3%
Synth mux share - 0.225
pins over their slew limit - 0
GR Layer Usage met2 - 0.345
Core Util at FP - 0.405
Worst slew margin - 0.402
highest net fanout along the worst path - 54
Die H - 244 um
Hold Fails Final Rpt - 0
initial drt markers - 647
DR DRC count - 0
Rows - 88
-- stage by stage --
stage	utilization	hold slack (ns)	area [um^2]	setup slack, ns	instances
3_3_place_gp	0.437	0.590	25200	3.57	2065
6_report	0.471	0.610	27200	4.20	2173
3_5_place_dp	0.437	0.603	25200	3.59	2065
2_1_floorplan	-	0.538	23400	3.36	1251
5_1_grt	0.471	0.659	27200	4.03	2173
4_1_cts	0.471	0.616	27200	4.20	2173
-- final cells by class --
type	instances	area, um^2
clock buffer	74	1570
clock inverter	34	358
fill	4737	30500
multi-input combinational	610	7230
sequential	544	15700
tap	765	957
timing repair buffer	146	1360
-- path summary, 6_finish.rpt --
| kind | startpoint | endpoint | slack, ns | cells past startpoint |
|---|---|---|---|---|
| hold reg to reg | ram_array[2][18] | rsa[18] | 0.61 | 2 |
| hold / removal | ram_array[2][18] | rsa[18] | 0.61 | 2 |
| setup / recovery | read_rega[1] | rsa[6] | 4.20 | 6 |
| setup reg to reg | ram_array[2][6] | rsb[6] | 6.28 | 4 |
-- layer usage --
layer	part of all wire	wire length (um)	vias up
met1	0.33	19400	6349
met2	0.49	29300	802
met4	0.026	1520	4
met3	0.15	9200	112
met5	0.00044	26	-
li1	-	-	5492
-- cell families after synthesis --
kind of cell / after synthesis
AND/OR/NAND/NOR: 125
buffers and inverters: 97
flip-flops: 544
AND-OR/OR-AND: 175
multiplexers: 310
-- worst max-delay path, delay by kind of cell --
kind | cells | cell delay, ns
AOI/OAI and AO/OA | 1 | 0.20
buffers and inverters | 3 | 1.60
muxes | 1 | 0.56
and+or+nand+nor | 1 | 0.08
-- cells in the final DEF, fill, tap and decap left out, types with 3 or more instances in the layout --
cell type / n
dfxtp_1: 64
mux4_2: 166
clkbuf_8: 4
nor2_1: 35
o22ai_1: 32
mux2i_1: 81
nor2_4: 12
a22oi_1: 26
a21oi_1: 53
a221o_1: 26
clkinvlp_4: 5
a221oi_1: 37
nand2_1: 9
clkbuf_16: 59
nor3_1: 37
buf_4: 41
clkdlybuf4s50_1: 102
edfxtp_1: 480
and3_1: 5
clkbuf_1: 11
bufinv_16: 7
clkinv_1: 6
nor3_2: 3
nand2b_1: 8
mux2_2: 63
clkinv_2: 14
-- cell usage after synthesis (all sizes together) --
library cell  instances
edfxtp              480
mux4                166
mux2i                81
dfxtp                64
mux2                 63
buf                  58
a21oi                53
nor2                 47
nor3                 40
clkbuf               39
a221oi               37
o22ai                32
a221o                26
a22oi                26
nand2b               10
nand2                 9
and3                  5
nor2b                 3
nand3b                2
nor3b                 2
or2                   2
and2                  1
and2b                 1
and3b                 1
nand3                 1
o21ai                 1
or3b                  1
-- sequential cells by signal (all words and copies together) (netlist names) --
signal / flops
rsa: 32
rsb: 32
ram_array: 480
-- where the power goes --
part | leakage, nW | switching, mW | internal [mW] | total [mW]
sequential | 4.88 | 0.0408 | 3.26 | 3.30
combinational | 2.96 | 0.263 | 0.253 | 0.517
clock | 0.942 | 1.10 | 1.65 | 2.75
total | 8.78 | 1.41 | 5.16 | 6.57
Power is estimated from default activity; no workload was simulated.

--- flow/design.v ---
`timescale 1ns/100ps
module pc (clk, br_addr, pc_sel, pc_write, pc_rst, pc_out, pc_inc);
  input         clk;
  input  [15:0] br_addr;
  input         pc_sel;
  input         pc_write;
  input         pc_rst;
  output [15:0] pc_out;
  output [15:0] pc_inc;
  reg    [15:0] pc_in;
  reg    [15:0] pc_out;
  wire   [15:0] pc_inc;
  always @(posedge clk)
  begin
    if (pc_rst == 1'b1)
      pc_out <= 16'h0000;
    else
      if (pc_write == 1'b1)
        pc_out <= pc_in;
  end
  always @(br_addr, pc_inc, pc_sel)
  begin
    if (pc_sel == 1'b0)
      pc_in <= pc_inc;
    else
      pc_in <= br_addr;
  end
  assign pc_inc = pc_out + 1;
endmodule
--- flow/run.sh ---
#!/bin/bash
# OpenROAD 26Q1-2900-gdf79404cd8, Yosys 0.63+post, stock flow scripts
make -C /OpenROAD-flow-scripts/flow DESIGN_CONFIG=/design/flow/config.mk WORK_HOME=/design/flow/orfs finish
--- flow/config.mk ---
export PLATFORM = sky130hd
export DESIGN_NAME = pc
export DESIGN_NICKNAME = pc
export VERILOG_FILES = /design/flow/design.v
export SDC_FILE = /design/flow/constraint.sdc
export NUM_CORES = 4
export LEC_CHECK = 1
export CORE_AREA = 10 10 105 105
export DIE_AREA = 0 0 115 115
--- flow/constraint.sdc ---
current_design pc

set clk_period 3.6
set clk_io_pct 0.2

create_clock -name clk0 -period $clk_period [get_ports {clk}]

set non_clock_inputs [all_inputs -no_clocks]
set_input_delay [expr $clk_period * $clk_io_pct] -clock clk0 $non_clock_inputs
set_output_delay [expr $clk_period * $clk_io_pct] -clock clk0 [all_outputs]
==> impl_metrics.json <==
{
  "dp_slack_ps": 674,
  "hold_viol": 0,
  "synthCells": 163,
  "endpoint_kind": "output pin",
  "postCtsHoldBufs": 0,
  "gr-total-overflow": 0,
  "clk_path_buf_depth": 2,
  "drt_wl_total_mm": 4.52,
  "worstSetupPathType": "reg2out",
  "rr_worst_depth": 5,
  "cts_tree": "done",
  "grt_pass1_vias": 1326,
  "diodes": 0,
  "fin_ws_ps": 438,
  "root_buffer": "clkbuf_8",
  "setup_viol": 0,
  "reg2reg_to": "pc_out[10]",
  "layout_top_cell": "clkdlybuf4s50_1",
  "cts_resized": 0,
  "initCoreUtil_pct": 13.9,
  "die_h_um": 115,
  "async_flop_share_pct": 0,
  "routedWlPerCell_um": 14.3,
  "clk_pin_slew_ps": 60,
  "drc": 0,
  "antenna_found_initial": 0,
  "dieArea_mm2": 0.0132,
  "fillers": 970,
  "lay_top_cells": "clkdlybuf4s50_1, nor2_1, nand2_1, dfxtp_1, a21oi_1",
  "chipWidth_um": 115,
  "max-cap-violations": 0,
  "synth_area_per_cell_um2": 7.50,
  "fin_skew_ps": 9.32,
  "critical_path.startpoint": "pc_out[0]",
  "area_growth_pct": 53.8,
  "ys_types": 39,
  "post-cts-setup-buffers": 0,
  "cts_max_level": 1,
  "yosysWarnings": 1,
  "gr-usage-all-layers_pct": 6.80,
  "ys.flop_type": "dfxtp_1",
  "grt_setup_unrepaired": "no",
  "dp_hpwl_mm": 3.59,
  "cts_sinks": 16,
  "synth_area_mm2": 0.00122,
  "cp.required_ps": 2880,
  "core_mm2": 0.00876,
  "worst_pin_slew_ps": 633,
  "io_buffers": 51,
  "synth-edff-count": 0,
  "ys_area_mm2": 0.00122,
  "cp_max_fo": 9,
  "rows": 34,
  "worst_ep_arrival_time_ps": 2440,
  "slew_violations": 0,
  "ys_cells": 163,
  "drive_gt1_share_pct": 6.28,
  "finalClockPeriodUsage_pct": 87.8,
  "grt_pass1_wl_mm": 7.29,
  "max_freq_ghz": 0.316,
  "pin_count": 52,
  "largest_reg_flops": 16,
  "gp_congestion": 0.814,
  "p_total_w": 0.000497,
  "tns_ps": 0,
  "synth_seq_share_pct": 26.2,
  "timing.critical_path.to": "pc_inc[10]",
  "viasPerCell": 4.25,
  "leakagePower_nw": 0.674,
  "regMostFlops": "pc_out",
  "drt_iter0_drc": 103,
  "warning_count": 25,
  "grt_max_degree": 31,
  "hold_path_class": "reg2reg",
  "post-route-min-period_ps": 3160,
  "peakVddDrop_uv": 92.9,
  "status": "complete, no violations",
  "cts_made_buffers": 3,
  "drtAntennaViolNets": 0,
  "ys.flops": 16,
  "regToRegSetupSlack_ps": 1670,
  "crit-reg2reg-launch": "pc_out[0]",
  "clkLatencyLatePin_ps": 260,
  "p_per_area_mw_per_mm2": 264,
  "startpoint_type": "register",
  "maxSlewHeadroom_pct": 57.7,
  "reg_top3": "pc_out: 16 flops",
  "dr.pass1.iters": 5,
  "vias": 1340
}
metal layers:
| layer | vias to the layer above | share of wire [%] | global-route usage (%) |
|---|---|---|---|
| met3 | 7 | 8.1 | 2.22 |
| met2 | 44 | 46 | 11.0 |
| li1 | 680 | - | - |
| met5 | - | 0 | 0 |
| met1 | 609 | 43 | 8.77 |
| met4 | 0 | 2.4 | 1.32 |
worst max-delay path: stages (launching register included):
cell             delay, ps
dfxtp_1                470
ha_1                   280
nand3_1                290
nor3_1                 460
xor2_1                 200
clkdlybuf4s50_1        490
per-stage QoR:
stage	instance area [um2]	util (%)	std cells	hold slack [ps]
2_1_floorplan	1220	-	163	511
3_3_place_gp	1830	20.8	311	553
3_5_place_dp	1830	20.8	311	580
4_1_cts	1880	21.5	315	593
5_1_grt	1880	21.5	315	636
6_report	1880	21.5	315	599
cells in the mapped netlist, drive strengths merged, types with 2 or more instances:
library cell   n  area share (%)
inv            3            0.92
o21ai          8             3.3
nor3           2            0.82
a32o           4             3.3
nor2          17             5.2
dfxtp         16              26
and3           8             4.6
o31ai          4             2.5
nand2         17             5.8
nor4           4             2.6
nor2b          7             3.6
a31oi          3             1.5
a211oi         2             1.2
buf            6             2.6
mux2i          6             4.9
nand3          6             2.9
nand4          5             3.1
xor2           9             6.4
xnor2          5             3.6
a21oi         14             5.7
clkbuf         7             2.1
worst min-delay path by stage:
| stage | from | to | cells after the start |
|---|---|---|---|
| 5_1_grt | pc_out[0] | pc_out[0] | 2 |
| 4_1_cts | pc_out[1] | pc_out[1] | 2 |
| 6_report | pc_out[1] | pc_out[1] | 2 |
logic make-up after synthesis:
kind of cell,Yosys count,synth area share (%)
adder cells (fa/ha/maj),1,1.02
flip-flops,16,26.2
AND/OR/NAND/NOR,70,31.2
AND-OR/OR-AND,40,21.0
multiplexers,6,4.91
XOR/XNOR,14,10.0
buffers and inverters,16,5.63
power by group:
part	internal, W	switching [W]
logic	0.0000788	0.0000427
registers	0.000188	0.0000229
clock network	0.0000972	0.0000676
total	0.000364	0.000133
cell type report:
cell class	instances	area (um2)	area share, %
timing repair buffer	53	526	27.9
inverter	3	11.3	0.599
multi-input combinational	131	833	44.3
sequential	16	320	17.0
clock buffer	4	55.1	2.93
tap	108	135	7.19
Power is estimated from default activity; no workload was simulated.
